<file path="constraint.sdc">
current_design d_mult

set clk_period 21.6
set clk_io_pct 0.2

create_clock -name clk0 -period $clk_period

set non_clock_inputs [all_inputs -no_clocks]
set_input_delay [expr $clk_period * $clk_io_pct] -clock clk0 $non_clock_inputs
set_output_delay [expr $clk_period * $clk_io_pct] -clock clk0 [all_outputs]
</file>
<file path="design.v">
`timescale 1ns / 1ps
module d_mult(
  input [15:0] A,
  input [15:0] B,
  output [31:0] res
);
reg [30:0] pp[15:0];
integer i, j;
reg [1:0] ha_tmp;
reg [1:0] fa_tmp, fa_tmp1, fa_tmp2, fa_tmp3;
reg c_tmp, c_tmp1, c_tmp2, c_tmp3;
reg [31:0] s_temp, s_temp1;
task half_adder;
  input p, q;
  output [1:0] result;
  begin
    result[0] = p ^ q;
    result[1] = p & q;
  end
endtask
task full_adder;
  input m, n, cin;
  output [1:0] result;
  begin
    result[0] = m ^ n ^ cin;
    result[1] = (m & n) | (n & cin) | (m & cin);
  end
endtask
always @(*)
begin
    for (i = 0; i < 16; i = i + 1)
    begin
        pp[i] = 31'd0;
    end
    for (i = 0; i < 16; i = i + 1)
    begin
        for (j = 0; j < 16; j = j + 1)
        begin
            pp[i][j + i] = B[i] & A[j];
        end
    end
    for (j = 16; j < 31; j = j + 1)
    begin
        for (i = (j - 15); i < 16; i = i + 1)
        begin
            pp[i - (j - 15)][j] = pp[i][j];
            pp[i][j] = 0;
        end
    end
    half_adder(pp[12][13], pp[13][13], ha_tmp);
    pp[12][13] = ha_tmp[0];
    c_tmp = ha_tmp[1];
    full_adder(pp[12][14], pp[13][14], pp[14][14], fa_tmp);
    half_adder(fa_tmp[0], c_tmp, ha_tmp);
    pp[12][14] = ha_tmp[0];
    c_tmp = fa_tmp[1];
    c_tmp1 = ha_tmp[1];
    full_adder(pp[13][15], pp[14][15], pp[15][15], fa_tmp1);
    full_adder(pp[12][15], c_tmp1, c_tmp, fa_tmp2);
    half_adder(fa_tmp1[0], fa_tmp2[0], ha_tmp);
    pp[12][15] = ha_tmp[0];
    c_tmp = fa_tmp1[1];
    c_tmp1 = fa_tmp2[1];
    c_tmp2 = ha_tmp[1];
    full_adder(pp[12][16], pp[13][16], pp[14][16], fa_tmp1);
    full_adder(c_tmp2, c_tmp1, c_tmp, fa_tmp2);
    half_adder(fa_tmp1[0], fa_tmp2[0], ha_tmp);
    pp[12][16] = ha_tmp[0];
    c_tmp = fa_tmp1[1];
    c_tmp1 = fa_tmp2[1];
    c_tmp2 = ha_tmp[1];
    full_adder(c_tmp2, pp[12][17], pp[13][17], fa_tmp1);
    full_adder(fa_tmp1[0], c_tmp1, c_tmp, fa_tmp2);
    pp[12][17] = fa_tmp2[0];
    c_tmp = fa_tmp1[1];
    c_tmp1 = fa_tmp2[1];
    full_adder(pp[12][18], c_tmp, c_tmp1, fa_tmp1);
    pp[12][18] = fa_tmp1[0];
    pp[12][19] = fa_tmp1[1];
    half_adder(pp[8][9], pp[9][9], ha_tmp);
    pp[8][9] = ha_tmp[0];
    c_tmp = ha_tmp[1];
    full_adder(pp[8][10], pp[9][10], pp[10][10], fa_tmp);
    half_adder(fa_tmp[0], c_tmp, ha_tmp);
    pp[8][10] = ha_tmp[0];
    c_tmp = fa_tmp[1];
    c_tmp1 = ha_tmp[1];
    full_adder(pp[9][11], pp[10][11], pp[11][11], fa_tmp1);
    full_adder(pp[8][11], c_tmp1, c_tmp, fa_tmp2);
    half_adder(fa_tmp1[0], fa_tmp2[0], ha_tmp);
    pp[8][11] = ha_tmp[0];
    c_tmp = fa_tmp1[1];
    c_tmp1 = fa_tmp2[1];
    c_tmp2 = ha_tmp[1];
    full_adder(pp[10][12], pp[11][12], pp[12][12], fa_tmp);
    full_adder(pp[8][12], pp[9][12], c_tmp, fa_tmp1);
    full_adder(fa_tmp[0], c_tmp1, c_tmp2, fa_tmp2);
    half_adder(fa_tmp1[0], fa_tmp2[0], ha_tmp);
    pp[8][12] = ha_tmp[0];
    c_tmp = fa_tmp[1];
    c_tmp1 = fa_tmp1[1];
    c_tmp2 = fa_tmp2[1];
    c_tmp3 = ha_tmp[1];
    for (j = 13; j < 20; j = j + 1)
    begin
        full_adder(pp[10][j], pp[11][j], pp[12][j], fa_tmp);
        full_adder(pp[8][j], pp[9][j], c_tmp, fa_tmp1);
        full_adder(fa_tmp[0], fa_tmp1[0], c_tmp1, fa_tmp2);
        full_adder(fa_tmp2[0], c_tmp2, c_tmp3, fa_tmp3);
        pp[8][j] = fa_tmp3[0];
        c_tmp = fa_tmp[1];
        c_tmp1 = fa_tmp1[1];
        c_tmp2 = fa_tmp2[1];
        c_tmp3 = fa_tmp3[1];
    end
    full_adder(pp[8][20], pp[9][20], pp[10][20], fa_tmp);
    full_adder(fa_tmp[0], c_tmp, c_tmp1, fa_tmp1);
    full_adder(fa_tmp1[0], c_tmp2, c_tmp3, fa_tmp2);
    pp[8][20] = fa_tmp2[0];
    c_tmp = fa_tmp[1];
    c_tmp1 = fa_tmp1[1];
    c_tmp2 = fa_tmp2[1];
    full_adder(c_tmp, pp[8][21], pp[9][21], fa_tmp);
    full_adder(fa_tmp[0], c_tmp1, c_tmp2, fa_tmp1);
    pp[8][21] = fa_tmp1[0];
    c_tmp = fa_tmp[1];
    c_tmp1 = fa_tmp1[1];
    full_adder(c_tmp, c_tmp1, pp[8][22], fa_tmp);
    pp[8][22] = fa_tmp[0];
    pp[8][23] = fa_tmp[1];
    half_adder(pp[5][6], pp[6][6], ha_tmp);
    pp[5][6] = ha_tmp[0];
    c_tmp = ha_tmp[1];
    full_adder(pp[5][7], pp[6][7], pp[7][7], fa_tmp);
    half_adder(fa_tmp[0], c_tmp, ha_tmp);
    pp[5][7] = ha_tmp[0];
    c_tmp = fa_tmp[1];
    c_tmp1 = ha_tmp[1];
    full_adder(pp[6][8], pp[7][8], pp[8][8], fa_tmp1);
    full_adder(pp[5][8], c_tmp1, c_tmp, fa_tmp2);
    half_adder(fa_tmp1[0], fa_tmp2[0], ha_tmp);
    pp[5][8] = ha_tmp[0];
    c_tmp = fa_tmp1[1];
    c_tmp1 = fa_tmp2[1];
    c_tmp2 = ha_tmp[1];
    for (j = 9; j < 24; j = j + 1)
    begin
        full_adder(pp[8][j], pp[7][j], pp[6][j], fa_tmp);
        full_adder(pp[5][j], c_tmp, c_tmp1, fa_tmp1);
        full_adder(fa_tmp[0], fa_tmp1[0], c_tmp2, fa_tmp2);
        pp[5][j] = fa_tmp2[0];
        c_tmp = fa_tmp[1];
        c_tmp1 = fa_tmp1[1];
        c_tmp2 = fa_tmp2[1];
    end
    full_adder(pp[6][24], pp[5][24], c_tmp, fa_tmp);
    full_adder(fa_tmp[0], c_tmp1, c_tmp2, fa_tmp1);
    pp[5][24] = fa_tmp1[0];
    c_tmp = fa_tmp[1];
    c_tmp1 = fa_tmp1[1];
    full_adder(pp[5][25], c_tmp, c_tmp1, fa_tmp);
    pp[5][25] = fa_tmp[0];
    pp[5][26] = fa_tmp[1];
    half_adder(pp[3][4], pp[4][4], ha_tmp);
    pp[3][4] = ha_tmp[0];
    c_tmp = ha_tmp[1];
    full_adder(pp[3][5], pp[4][5], pp[5][5], fa_tmp);
    half_adder(fa_tmp[0], c_tmp, ha_tmp);
    pp[3][5] = ha_tmp[0];
    c_tmp = fa_tmp[1];
    c_tmp1 = ha_tmp[1];
    for (j = 6; j < 27; j = j + 1)
    begin
        full_adder(pp[3][j], pp[4][j], pp[5][j], fa_tmp);
        full_adder(c_tmp, c_tmp1, fa_tmp[0], fa_tmp1);
        pp[3][j] = fa_tmp1[0];
        c_tmp = fa_tmp[1];
        c_tmp1 = fa_tmp1[1];
    end
    full_adder(pp[3][27], c_tmp, c_tmp1, fa_tmp);
    pp[3][27] = fa_tmp[0];
    pp[3][28] = fa_tmp[1];
    half_adder(pp[2][3], pp[3][3], ha_tmp);
    pp[2][3] = ha_tmp[0];
    c_tmp = ha_tmp[1];
    for (j = 4; j < 29; j = j + 1)
    begin
        full_adder(pp[3][j], pp[2][j], c_tmp, fa_tmp);
        pp[2][j] = fa_tmp[0];
        c_tmp = fa_tmp[1];
    end
    pp[2][29] = c_tmp;
    half_adder(pp[1][2], pp[2][2], ha_tmp);
    pp[1][2] = ha_tmp[0];
    c_tmp = ha_tmp[1];
    for (j = 3; j < 30; j = j + 1)
    begin
        full_adder(pp[1][j], pp[2][j], c_tmp, fa_tmp);
        pp[1][j] = fa_tmp[0];
        c_tmp = fa_tmp[1];
    end
    pp[1][30] = c_tmp;
    for (j = 0; j < 31; j = j + 1)
    begin
        s_temp[j] = pp[0][j];
    end
    for (j = 0; j < 31; j = j + 1)
    begin
        s_temp1[j] = pp[1][j];
    end
    s_temp[31] = 0;
    s_temp1[31] = 0;
end
wire cout;
bkadder_32 add (
    .A(s_temp),
    .B(s_temp1),
    .cin(1'b0),
    .Y(res),
    .cout(cout)
);
endmodule
`timescale 1ns / 1ps
module bkadder_32(
    input [31:0] A ,         
    input [31:0] B,             
    input cin,                   
    output [31:0] Y,     
    output cout         
            );
    wire [31:0] p, g;            
    wire [31:0] c;               
    wire p10, g10, p32, g32, p54, g54, p76, g76, p98, g98, p1110, g1110, p1312, g1312, p1514, g1514;
    wire p1716, g1716, p1918, g1918, p2120, g2120, p2322, g2322, p2524, g2524, p2726, g2726, p2928, g2928, p3130, g3130;
    wire p30, g30, p74, g74, p118, g118, p1512, g1512, p1916, g1916, p2320, g2320, p2724, g2724, p3128, g3128;
    wire p70, g70, p158, g158, p2316, g2316, p3124, g3124;
	wire p150,g150,p3116,g3116;
	wire p310,g310;
	wire p230,g230;
	wire p110,g110,p190,g190,p270,g270;
	wire p50,g50,p90,g90,p130,g130,p170,g170,p210,g210,p250,g250,p290,g290;
	wire p20,p40,p60,p80,p100,g100,p120,p140,p160,p180,p200,p220,p240,p260,p280,p300;
    wire g20,g40,g60,g80,g120,g140,g160,g180,g200,g220,g240,g260,g280,g300;
    assign p = A ^ B;
    assign g = A & B;
    pg_gen i1 (p[1], p[0], g[1], g[0], p10, g10);
    pg_gen i2 (p[3], p[2], g[3], g[2], p32, g32);
    pg_gen i3 (p[5], p[4], g[5], g[4], p54, g54);
    pg_gen i4 (p[7], p[6], g[7], g[6], p76, g76);
    pg_gen i5 (p[9], p[8], g[9], g[8], p98, g98);
    pg_gen i6 (p[11], p[10], g[11], g[10], p1110, g1110);
    pg_gen i7 (p[13], p[12], g[13], g[12], p1312, g1312);
    pg_gen i8 (p[15], p[14], g[15], g[14], p1514, g1514);
    pg_gen i9 (p[17], p[16], g[17], g[16], p1716, g1716);
    pg_gen i10 (p[19], p[18], g[19], g[18], p1918, g1918);
    pg_gen i11 (p[21], p[20], g[21], g[20], p2120, g2120);
    pg_gen i12 (p[23], p[22], g[23], g[22], p2322, g2322);
    pg_gen i13 (p[25], p[24], g[25], g[24], p2524, g2524);
    pg_gen i14 (p[27], p[26], g[27], g[26], p2726, g2726);
    pg_gen i15 (p[29], p[28], g[29], g[28], p2928, g2928);
    pg_gen i16 (p[31], p[30], g[31], g[30], p3130, g3130);
    pg_gen i17 (p32, p10, g32, g10, p30, g30);
    pg_gen i18 (p76, p54, g76, g54, p74, g74);
    pg_gen i19 (p1110, p98, g1110, g98, p118, g118);
    pg_gen i20 (p1514, p1312, g1514, g1312, p1512, g1512);
    pg_gen i21 (p1918, p1716, g1918, g1716, p1916, g1916);
    pg_gen i22 (p2322, p2120, g2322, g2120, p2320, g2320);
    pg_gen i23 (p2726, p2524, g2726, g2524, p2724, g2724);
    pg_gen i24 (p3130, p2928, g3130, g2928, p3128, g3128);
    pg_gen i25 (p74, p30, g74, g30, p70, g70);
    pg_gen i26 (p1512, p118, g1512, g118, p158, g158);
    pg_gen i27 (p2320, p1916, g2320, g1916, p2316, g2316);
    pg_gen i28 (p3128, p2724, g3128, g2724, p3124, g3124);
	pg_gen i29(p158,p70,g158,g70,p150,g150);
	pg_gen i30(p3124,p2316,g3124,g2316,p3116,g3116);
	pg_gen i31(p3116,p150,g3116,g150,p310,g310);
	pg_gen i32(p2316,p150,g2316,g150,p230,g230);
	pg_gen i33(p118,p70,g118,g70,p110,g110);
	pg_gen i34(p1916,p150,g1916,g150,p190,g190);
	pg_gen i35(p2724,p230,g2724,g230,p270,g270);
	pg_gen i36(p54,p30,g54,g30,p50,g50);
	pg_gen i37(p98,p70,g98,g70,p90,g90);
	pg_gen i38(p1312,p110,g1312,g110,p130,g130);
	pg_gen i39(p1716,p150,g1716,g150,p170,g170);
	pg_gen i40(p2120,p190,g2120,g190,p210,g210);
	pg_gen i41(p2524,p230,g2524,g230,p250,g250);
	pg_gen i42(p2928,p270,g2928,g270,p290,g290);
	pg_gen i43(p[2],p10,g[2],g10,p20,g20);
	pg_gen i44(p[4],p30,g[4],g30,p40,g40);
	pg_gen i45(p[6],p50,g[6],g50,p60,g60);
	pg_gen i46(p[8],p70,g[8],g70,p80,g80);
	pg_gen i47(p[10],p90,g[10],g90,p100,g100);
	pg_gen i48(p[12],p110,g[12],g110,p120,g120);
	pg_gen i49(p[14],p130,g[14],g130,p140,g140);
	pg_gen i50(p[16],p150,g[16],g150,p160,g160);
	pg_gen i490(p[18],p170,g[12],g170,p180,g180);
	pg_gen i501(p[20],p190,g[20],g190,p200,g200);
	pg_gen i51(p[22],p210,g[22],g210,p220,g220);
	pg_gen i52(p[24],p230,g[24],g230,p240,g240);
	pg_gen i53(p[26],p250,g[25],g250,p260,g260);
	pg_gen i54(p[28],p270,g[28],g270,p280,g280);
	pg_gen i55(p[30],p290,g[30],g290,p300,g300);
    assign c[0] = g[0] | (cin & p[0]);
    genvar i;
    generate
        for (i = 1; i < 32; i = i + 1) begin
            assign c[i] = g[i] | (p[i] & c[i-1]);
        end
    endgenerate
    assign cout = c[31];
    assign Y = p ^ {c[30:0], cin};
endmodule
module pg_gen(input Px, input Py, input Gx, input Gy, output Pxy, output Gxy);
  assign Gxy = Gx | (Px & Gy);
    assign Pxy = Px & Py;
endmodule
</file>
<file path="config.mk">
export PLATFORM = sky130hd
export DESIGN_NAME = d_mult
export DESIGN_NICKNAME = d_mult
export VERILOG_FILES = /design/flow/design.v
export SDC_FILE = /design/flow/constraint.sdc
export NUM_CORES = 4
export LEC_CHECK = 1
export CORE_UTILIZATION = 40
</file>
<file path="run.sh">
#!/bin/bash
# OpenROAD 26Q1-2900-gdf79404cd8, Yosys 0.63+post, stock flow scripts
make -C /OpenROAD-flow-scripts/flow DESIGN_CONFIG=/design/flow/config.mk WORK_HOME=/design/flow/orfs finish
</file>
==> impl_metrics.csv <==
group,metric,value,unit
floorplanning,pin_count,64,
layout,logic_area,6280,sq um
global_routing,grt_overflow,0,
worst_hold_path,hp-class,"in2out",
placed_design,dp_hpwl,10800,microns
route,drc,0,
floorplanning,fp_util,41.5,%
sta,slew_headroom,60.8,%
route,wl_per_cell,11.8,microns
flow_run,max-cap-violations,0,
synth,yosys_warnings,2,
setup_path,end_kind,"output port",
setup_path,cpMostUsedCell,"fa_2",
sta,period_used_share,102,%
synth,synth.distinct_cells,7,
route,avgViaCountPerCell,4.54,
sta,period_needed,22.10,ns
sta,rsz0062_at_grt,"true",
setup_path,crit_buf_inv,10,
setup_path,startpoint_type,"input port",
layout,nFillCells,1507,
setup_path,cpMaxStageDelayCell,"fa_2",
sta,whs,9.34,ns
setup_path,worstPathRequired,17.28,ns
sta,tns,-0.900,ns
layout,regArea,0,sq um
synth,yosys-stat-area,6960,sq um
run_status,outcome,"complete, but fails checks",
layout,drive_above_1_share,21.1,%
floorplanning,die_h,134,microns
layout,final_area,8100,sq um
placed_design,place_congestion,0.810,
route,dr.pass1.iters,4,
setup_path,cp_max_fo,2,
worst_hold_path,whs_path_depth,6,
synth,yosys_cells,697,
worst_hold_path,min_to,"res[29]",
route,num_antenna_cells,0,
sta,drv_slew,0,
layout,syn2layout_area_growth,16.5,%
placed_design,portBuffers,64,
synth,syn_inst,697,
worst_hold_path,min-delay-start,"B[14]",
route,first_iter_violations,65,
layout,lay_top_count,"and2_1",
sta,finalHoldViolations,0,
floorplanning,core_area,16800,sq um
sta,worstMarginPinSlew,0.586,ns
cts,cts_hold_buf,0,
setup_path,cp.arrival,17.78,ns
run_status,violations,"setup timing",
synth,ys_seq_share,0,%
layout,lay_top_cells,"and2_1, inv_1, fa_1",
layout,instances_no_fill,986,
route,wl,11700,microns
synth,synth.avg_cell_area,9.98,sq um
setup_path,crit_family,"adder cells",
placed_design,dp.cells,984,
placed_design,placed_cell_area,7990,sq um
floorplanning,fp-row-count,47,
global_routing,grt_first_pass_wirelength,22800,microns
global_routing,grt_usage,16.6,%
route,antenna_left,0,
setup_path,max_stage_delay,0.55,ns
sta,finalSetupViolCount,3,
sta,fmax,45.3,MHz
setup_path,worstSetupPathType,"in2out",
placed_design,dpl_worst_slack,-1.60,ns
layout,nClkBuffers,0,
global_routing,grt_antenna_before_repair,0,
floorplanning,die_width,134,microns
sta,worst_slack,-0.497,ns
synth,syn-cell-area,6960,sq um
flow_run,warning_count,35,
layout,flops,0,
global_routing,grt_max_degree,17,
floorplanning,chip_area,17900,sq um
route,routed-via-count,4472,
global_routing,grt_pass1_vias,5149,
[repair_timing]
action / 4_1_cts / 5_1_grt
setup buffers: 3 / 0
endpoints found under the setup margin: 6 / 5
pin swaps: 59 / 32
resized: 73 / 35
[worst max-delay path by stage]
stage	startpoint	end	slack, ns	cells past startpoint
after global routing	B[12]	res[30]	-0.93	42
final	B[12]	res[30]	-0.50	42
after CTS	A[0]	res[30]	-0.70	43
[synthesized netlist by cell type]
library cell,instances,area share (%)
buf_4,20,2.2
nand2_1,100,5.4
buf_6,12,1.9
inv_1,169,9.1
fa_1,224,64
ha_1,16,2.9
and2_1,156,14
[logic make-up after synthesis]
family | share of synthesized area, %
adder cells (fa/ha/maj) | 67.4
buffers and inverters | 13.2
AND/OR/NAND/NOR | 19.4
[layer usage]
| layer | track usage [%] | vias to the layer above | routed length (microns) |
|---|---|---|---|
| met1 | 24.8 | 2326 | 5030 |
| met4 | 0.884 | 0 | 87 |
| met5 | 0 | - | 0 |
| li1 | - | 2047 | - |
| met3 | 3.40 | 4 | 681 |
| met2 | 27.9 | 95 | 5880 |
[layout make-up]
class	count	area share (%)
tap	220	3.40
inverter	169	7.83
timing repair buffer	101	11.2
multi-input combinational	496	77.5
[per-stage QoR]
step                      util (%)
after floorplan                  -
after global placement        47.7
after detailed placement      47.7
after CTS                     48.0
after global routing          48.3
final                         48.3
