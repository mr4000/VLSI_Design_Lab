===== /design/flow/run.sh =====
#!/bin/bash
# OpenROAD 26Q1-2900-gdf79404cd8, Yosys 0.63+post, stock flow scripts
make -C /OpenROAD-flow-scripts/flow DESIGN_CONFIG=/design/flow/config.mk WORK_HOME=/design/flow/orfs finish

===== /design/flow/config.mk =====
export PLATFORM = sky130hd
export DESIGN_NAME = controller
export DESIGN_NICKNAME = controller
export VERILOG_FILES = /design/flow/design.v
export SDC_FILE = /design/flow/constraint.sdc
export NUM_CORES = 4
export LEC_CHECK = 1
export CORE_AREA = 10 10 100 100
export DIE_AREA = 0 0 110 110

===== /design/flow/constraint.sdc =====
current_design controller

set clk_period 10.3
set clk_io_pct 0.2

create_clock -name clk0 -period $clk_period [get_ports {clk}]

set non_clock_inputs [all_inputs -no_clocks]
set_input_delay [expr $clk_period * $clk_io_pct] -clock clk0 $non_clock_inputs
set_output_delay [expr $clk_period * $clk_io_pct] -clock clk0 [all_outputs]

===== /design/flow/design.v =====
`timescale 1ns / 1ps
module controller (
    input clk,               
    input start_stop,        
    input add_sub,           
    input [63:0] douta,      
    output reg [31:0] A,     
    output reg [31:0] B,     
    output reg [3:0] addra =4'b0000,   
    output reg cin, 
    output reg ena   
);
 parameter IDLE      = 2'b00,   
        INIT      = 2'b01,   
        RUNNING   = 2'b10;    
    reg [1:0] current_state, next_state;
    always @(posedge clk) begin
        if (!start_stop) begin
            current_state <= IDLE;  
        end else begin
            current_state <= next_state;
        end
    end
    always @(*) begin
        ena = 0;
        cin = 0;
        next_state = current_state;  
        case (current_state)
            IDLE: begin
                A = 32'd0;
                B = 32'd0;
                addra = 4'd0;
                ena = 0;
                cin = 0;
                if (start_stop) begin
                    next_state = INIT;  
                end
            end
            INIT: begin
                A = douta[63:32];
                ena = 1;  
                if (add_sub) begin
                    B = ~douta[31:0] + 1; 
                    cin = 0;
                end else begin
                    B = douta[31:0];
                    cin = 0;
                end
                next_state = RUNNING;  
            end
            RUNNING: begin
                ena = 1;  
                A = douta[63:32];
                if (add_sub) begin
                    B = ~douta[31:0] + 1;
                    cin = 0;
                end else begin
                    B = douta[31:0];
                    cin = 0;
                end
                if (addra == 4'd15) begin
                    addra = 4'd0;  
                end else begin
                    addra = addra + 1;
                end
            end
            default: begin
                A = 32'd0;
                B = 32'd0;
                addra = 4'd0;
                ena = 0;
                cin = 0;
                next_state = IDLE;
            end
        endcase
    end
endmodule

==> impl_report.txt <==
IMPLEMENTATION SUMMARY REPORT
----------------------------------------------------
[STA]
  Number of unconstrained endpoints ........................ 8
  Achievable frequency ........................ about 0.14 GHz
  Post-route clock skew ........................ 0.002422 ns
  Hold Worst Slack ........................ about 0.42 ns
  Setup repair after global routing missed its margin ........................ no
  Part of the cycle the worst path needs ........................ approximately two thirds
  Headroom to the max-slew limit ........................ between 50% and 60%
  Hold Violations, Final ........................ 0
  Time the final worst path needs with I/O delays and setup ........................ approximately 7 ns
  Count of pins over their slew limit ........................ 0
  Slew at the pin with the worst max-slew slack ........................ a little over 0.7 ns
  Final count of negative-setup-slack endpoints ........................ 0
  Number of register pins that no clock reaches ........................ 4
  Total negative slack for setup checks ........................ 0 ns
  Final setup margin ........................ around 3.4 ns

[Floorplan]
  Horiz. Die Dim ........................ about 110 um
  Core area ........................ about 7800 um^2
  Die H ........................ 110 um
  I/O pin count ........................ 137
  Starting utilization of the core area ........................ a little under a fifth
  Number of placement rows ........................ 32
  Chip footprint ........................ approximately 12000 um^2

[Synthesis]
  FF+latch count, synth ........................ 7
  Most frequent cells after synthesis ........................ 34 x sky130_fd_sc_hd__and2_1, 28 x sky130_fd_sc_hd__nor2_1, 18 x sky130_fd_sc_hd__nand2_1, 13 x sky130_fd_sc_hd__mux2i_1, 12 x sky130_fd_sc_hd__clkbuf_1
  Leading area contributor after synthesis ........................ sky130_fd_sc_hd__and2_1
  Count of library flops with an enable pin ........................ 0
  Cell variety after synth ........................ 38
  Dominant register cell ........................ sky130_fd_sc_hd__dlxtn_1
  Synth area leaders ........................ sky130_fd_sc_hd__and2_1 15%, sky130_fd_sc_hd__mux2i_1 8.9%, sky130_fd_sc_hd__nor2_1 7.2%
  Post-synthesis average cell area ........................ between 6 and 7 um^2
  Number of warning messages in the yosys log ........................ 9
  Synth Instances ........................ 226
  Post-synth top area share ........................ between 10% and 20%
  Total cell area reported by yosys after synthesis ........................ roughly 1500 um^2
  Count of instantiated cells in the yosys netlist ........................ ~230
  Top cell type by instance count after synthesis ........................ sky130_fd_sc_hd__and2_1
  Synthesized area ........................ approximately 1500 um^2
  Share of flip-flops with an asynchronous set or reset after synthesis ........................ 0%

[Placement]
  Worst slack, placed ........................ ~3.3 ns
  Quantity of I/O buffers inserted on ports ........................ around 140
  DP Area ........................ about 2900 um^2
  Number of cells in the design after placement ........................ around 450
  Post-DP HPWL ........................ between 5000 and 6000 um
  Final weighted congestion in routability-driven placement ........................ 0.8007

[Critical path]
  Element type at the critical path end ........................ primary output
  Startpoint kind of the worst setup timing path ........................ input port
  WS Path Type ........................ input port to primary output
  CP Data Required Time ........................ a little over 8 ns
  Maximum fanout along the worst path ........................ 13
  Worst endpoint data arrival time ........................ between 4 and 5 ns

[Clocking]
  Total CTS buffers ........................ 3
  Clock slew at reported path FFs ........................ 0.03 ns
  CTS hold repair buffers ........................ 0
  H-tree depth ........................ 1
  Number of buffers added for setup after CTS ........................ 0
  Clock latency on the worst-skew pair ........................ 0.21 ns
  Maximum root-to-sink buffer count ........................ 2
  Cts repair resizes ........................ 0
  Clock tree from TritonCTS ........................ yes
  Clk root buf ........................ sky130_fd_sc_hd__clkbuf_8

[Final layout]
  P&R area growth vs syn ........................ 100.2%
  Fraction of layout instances using a drive strength above 1 ........................ around 2.9%
  Core Util, Final ........................ a little under two fifths
  Fin cells ........................ roughly 450
  Summed area of non-filler cells in the final layout ........................ just under 3000 um^2

[Drt]
  Number of design rule violations left after detail routing ........................ 0
  Residual antenna-violating net count after detailed routing ........................ 0
  Vias per Instance ........................ 4.397
  Wire length per cell after detailed routing ........................ between 10 and 15 um
  Pre-antenna DRT Iters ........................ 4
  Final wirelength ........................ roughly 6500 um
  Antenna diode count ........................ 0
  Number of DRC markers in iteration 0 ........................ around 70
  Total via count in the routed design ........................ ~2000

[GRT]
  Busiest layer in global routing ........................ met2
  Overflow left after global routing ........................ 0
  Initial antenna violation count ........................ 0
  Maximum number of pins on one net before global-route repair ........................ 38
  Global-route wire length before repair ........................ between 10000 and 15000 um
  Global-route usage over all layers ........................ a little over 10%
  Number of global-route vias before repair ........................ ~2100
  Global Route met2 Usage ........................ between 15 and 20%
  M1 GR Usage ........................ a little under an eighth
  GRT met3 Usage ........................ under 10%

[Run status]
  Outcome ........................ finished clean

[Pwr]
  Peak ir drop on the vdd network ........................ about 0.000043 V
  PnR Total Power ........................ 0.1529 mW
  PD cells ........................ approximately 52 nW/um^2
  Static leakage power ........................ approximately 1.1 nW

[Run]
  Tool warning count ........................ 25
  Max capacitance violation total ........................ 0

[Worst hold path]
  Path class of the lowest-slack min-delay path ........................ register to register

----------------------------------------------------
[worst max-delay path: stages]
cell,delay (ns)
sky130_fd_sc_hd__clkdlybuf4s50_1,0.46
sky130_fd_sc_hd__inv_1,0.08
sky130_fd_sc_hd__ha_1,0.17
sky130_fd_sc_hd__or4b_4,0.52
sky130_fd_sc_hd__nor4_4,0.63
sky130_fd_sc_hd__a41oi_1,0.25
sky130_fd_sc_hd__mux2i_1,0.19
sky130_fd_sc_hd__clkdlybuf4s50_1,0.50
[metal layers]
layer  vias up  part of all wire (%)
li1       1035                     -
met3         0                    14
met1       867                    40
met4         0                     0
met5         -                     0
met2        81                    46
[power breakdown]
group / leakage [nW] / internal (mW) / switching [mW]
sequential: 0.0557 / 0.0131 / 0.000594
clock: 0.0228 / 0.0264 / 0.00740
combinational: 1.01 / 0.0696 / 0.0358
[placed cells by master (no fill, tap or decap), types with 5 or more instances in the layout]
cell	n
sky130_fd_sc_hd__and2_1	34
sky130_fd_sc_hd__a31oi_1	8
sky130_fd_sc_hd__nor2_1	28
sky130_fd_sc_hd__or3_1	8
sky130_fd_sc_hd__a41oi_1	5
sky130_fd_sc_hd__inv_1	10
sky130_fd_sc_hd__mux2i_1	13
sky130_fd_sc_hd__o21ai_0	10
sky130_fd_sc_hd__clkdlybuf4s50_1	135
sky130_fd_sc_hd__nand2b_1	10
sky130_fd_sc_hd__a21oi_1	8
sky130_fd_sc_hd__xor2_1	10
sky130_fd_sc_hd__nand2_1	18
[cell families after synthesis]
kind of cell               share of synthesized area [%]
DFF                                                4.113
muxes                                              8.911
buffers and inverters                              8.740
AOI/OAI and AO/OA                                  20.48
and+or+nand+nor                                    44.47
xor gates and xnor gates                           7.198
adders and majority gates                          1.714
other                                             0.2568
latches                                            4.113
[sequential cells by signal, indices dropped and copies added, names as in the netlist]
name / flops
addra: 4
current_state: 3
[path summary, 6_finish.rpt]
path,from,to,slack [ns],cells past startpoint
setup / recovery,douta[1],B[30],3.37,8
hold / removal,current_state[0],current_state[2],0.42,1
setup reg to reg,current_state[2],current_state[1],9.42,3
hold reg to reg,current_state[0],current_state[2],0.42,1
[area by class of cell]
type | count | area (um^2)
fillers | 789 | 4885
repair buffers | 138 | 1374
multi-input cells | 190 | 1219
well taps | 102 | 127.6
flip-flops and latches | 7 | 120.1
clock buffers | 4 | 45.04
inverters | 10 | 37.54
No activity file was given, so power comes from the tool's default toggle rates.
