==> flow/design.v <==
`timescale 1ns / 1ps
module adder_subtractor_bk (
    output [31:0] sum,
    output cout,
    input [31:0] A,
    input [31:0] B,
    input cin   
);
    wire [31:0] B_mod;    
    bkadder_32 bk_adder (
        .Y(sum),
        .cout(cout),
        .A(A),
        .B(B),
        .cin(cin)   
    );
endmodule
`timescale 1ns / 1ps
module bkadder_32(
    input [31:0] A ,         
    input [31:0] B,             
    input cin,                   
    output [31:0] Y,     
    output cout         
            );
    wire [31:0] p, g;            
    wire [31:0] c;               
    wire p10, g10, p32, g32, p54, g54, p76, g76, p98, g98, p1110, g1110, p1312, g1312, p1514, g1514;
    wire p1716, g1716, p1918, g1918, p2120, g2120, p2322, g2322, p2524, g2524, p2726, g2726, p2928, g2928, p3130, g3130;
    wire p30, g30, p74, g74, p118, g118, p1512, g1512, p1916, g1916, p2320, g2320, p2724, g2724, p3128, g3128;
    wire p70, g70, p158, g158, p2316, g2316, p3124, g3124;
	wire p150,g150,p3116,g3116;
	wire p310,g310;
	wire p230,g230;
	wire p110,g110,p190,g190,p270,g270;
	wire p50,g50,p90,g90,p130,g130,p170,g170,p210,g210,p250,g250,p290,g290;
	wire p20,p40,p60,p80,p100,g100,p120,p140,p160,p180,p200,p220,p240,p260,p280,p300;
    wire g20,g40,g60,g80,g120,g140,g160,g180,g200,g220,g240,g260,g280,g300;
    assign p = A ^ B;
    assign g = A & B;
    pg_gen i1 (p[1], p[0], g[1], g[0], p10, g10);
    pg_gen i2 (p[3], p[2], g[3], g[2], p32, g32);
    pg_gen i3 (p[5], p[4], g[5], g[4], p54, g54);
    pg_gen i4 (p[7], p[6], g[7], g[6], p76, g76);
    pg_gen i5 (p[9], p[8], g[9], g[8], p98, g98);
    pg_gen i6 (p[11], p[10], g[11], g[10], p1110, g1110);
    pg_gen i7 (p[13], p[12], g[13], g[12], p1312, g1312);
    pg_gen i8 (p[15], p[14], g[15], g[14], p1514, g1514);
    pg_gen i9 (p[17], p[16], g[17], g[16], p1716, g1716);
    pg_gen i10 (p[19], p[18], g[19], g[18], p1918, g1918);
    pg_gen i11 (p[21], p[20], g[21], g[20], p2120, g2120);
    pg_gen i12 (p[23], p[22], g[23], g[22], p2322, g2322);
    pg_gen i13 (p[25], p[24], g[25], g[24], p2524, g2524);
    pg_gen i14 (p[27], p[26], g[27], g[26], p2726, g2726);
    pg_gen i15 (p[29], p[28], g[29], g[28], p2928, g2928);
    pg_gen i16 (p[31], p[30], g[31], g[30], p3130, g3130);
    pg_gen i17 (p32, p10, g32, g10, p30, g30);
    pg_gen i18 (p76, p54, g76, g54, p74, g74);
    pg_gen i19 (p1110, p98, g1110, g98, p118, g118);
    pg_gen i20 (p1514, p1312, g1514, g1312, p1512, g1512);
    pg_gen i21 (p1918, p1716, g1918, g1716, p1916, g1916);
    pg_gen i22 (p2322, p2120, g2322, g2120, p2320, g2320);
    pg_gen i23 (p2726, p2524, g2726, g2524, p2724, g2724);
    pg_gen i24 (p3130, p2928, g3130, g2928, p3128, g3128);
    pg_gen i25 (p74, p30, g74, g30, p70, g70);
    pg_gen i26 (p1512, p118, g1512, g118, p158, g158);
    pg_gen i27 (p2320, p1916, g2320, g1916, p2316, g2316);
    pg_gen i28 (p3128, p2724, g3128, g2724, p3124, g3124);
	pg_gen i29(p158,p70,g158,g70,p150,g150);
	pg_gen i30(p3124,p2316,g3124,g2316,p3116,g3116);
	pg_gen i31(p3116,p150,g3116,g150,p310,g310);
	pg_gen i32(p2316,p150,g2316,g150,p230,g230);
	pg_gen i33(p118,p70,g118,g70,p110,g110);
	pg_gen i34(p1916,p150,g1916,g150,p190,g190);
	pg_gen i35(p2724,p230,g2724,g230,p270,g270);
	pg_gen i36(p54,p30,g54,g30,p50,g50);
	pg_gen i37(p98,p70,g98,g70,p90,g90);
	pg_gen i38(p1312,p110,g1312,g110,p130,g130);
	pg_gen i39(p1716,p150,g1716,g150,p170,g170);
	pg_gen i40(p2120,p190,g2120,g190,p210,g210);
	pg_gen i41(p2524,p230,g2524,g230,p250,g250);
	pg_gen i42(p2928,p270,g2928,g270,p290,g290);
	pg_gen i43(p[2],p10,g[2],g10,p20,g20);
	pg_gen i44(p[4],p30,g[4],g30,p40,g40);
	pg_gen i45(p[6],p50,g[6],g50,p60,g60);
	pg_gen i46(p[8],p70,g[8],g70,p80,g80);
	pg_gen i47(p[10],p90,g[10],g90,p100,g100);
	pg_gen i48(p[12],p110,g[12],g110,p120,g120);
	pg_gen i49(p[14],p130,g[14],g130,p140,g140);
	pg_gen i50(p[16],p150,g[16],g150,p160,g160);
	pg_gen i490(p[18],p170,g[12],g170,p180,g180);
	pg_gen i501(p[20],p190,g[20],g190,p200,g200);
	pg_gen i51(p[22],p210,g[22],g210,p220,g220);
	pg_gen i52(p[24],p230,g[24],g230,p240,g240);
	pg_gen i53(p[26],p250,g[25],g250,p260,g260);
	pg_gen i54(p[28],p270,g[28],g270,p280,g280);
	pg_gen i55(p[30],p290,g[30],g290,p300,g300);
    assign c[0] = g[0] | (cin & p[0]);
    genvar i;
    generate
        for (i = 1; i < 32; i = i + 1) begin
            assign c[i] = g[i] | (p[i] & c[i-1]);
        end
    endgenerate
    assign cout = c[31];
    assign Y = p ^ {c[30:0], cin};
endmodule
module pg_gen(input Px, input Py, input Gx, input Gy, output Pxy, output Gxy);
  assign Gxy = Gx | (Px & Gy);
    assign Pxy = Px & Py;
endmodule
==> flow/run.sh <==
#!/bin/bash
# OpenROAD 26Q1-2900-gdf79404cd8, Yosys 0.63+post, stock flow scripts
make -C /OpenROAD-flow-scripts/flow DESIGN_CONFIG=/design/flow/config.mk WORK_HOME=/design/flow/orfs finish
==> flow/config.mk <==
export PLATFORM = sky130hd
export DESIGN_NAME = adder_subtractor_bk
export DESIGN_NICKNAME = adder_subtractor_bk
export VERILOG_FILES = /design/flow/design.v
export SDC_FILE = /design/flow/constraint.sdc
export NUM_CORES = 4
export LEC_CHECK = 1
export CORE_AREA = 10 10 104 104
export DIE_AREA = 0 0 114 114
==> flow/constraint.sdc <==
current_design adder_subtractor_bk

set clk_period 25.0
set clk_io_pct 0.2

create_clock -name clk0 -period $clk_period

set non_clock_inputs [all_inputs -no_clocks]
set_input_delay [expr $clk_period * $clk_io_pct] -clock clk0 $non_clock_inputs
set_output_delay [expr $clk_period * $clk_io_pct] -clock clk0 [all_outputs]
==> results.py <==
# Metrics from the implementation run
metrics = {
    "status": {
        "status": "finished clean",
    },
    "synthesis": {
        "syn_avg_cell_area_um2": 16.1,
        "synthDistinctLibCells": 2,
        "yosys.stat.chipArea_um2": 678,
        "yosysWarnings": 0,
        "netlist.area_leader.share": 0.945,
        "ys_seq_share": 0,
        "synthDominantAreaCellType": "sky130_fd_sc_hd__fa_1",
        "post_synth_inst_count": 42,
        "synth_top_cell_by_count": "sky130_fd_sc_hd__fa_1",
        "synthTopCellsByArea": "sky130_fd_sc_hd__fa_1 94%, sky130_fd_sc_hd__inv_1 5.5%",
        "syn_area_um2": 678,
        "cell_types_with_the_highest_counts_after_synthesis": "32 x sky130_fd_sc_hd__fa_1, 10 x sky130_fd_sc_hd__inv_1",
        "number_of_standard_cells_reported_by_yosys": 42,
    },
    "global_route": {
        "first_global_vias": 925,
        "grt_remaining_overflow": 0,
        "antenna_found_initial": 0,
        "maximum_number_of_pins_on_one_net_before_global_route_repair": 2,
        "track_usage": 0.0503,
        "grt_pass1_wl_um": 5160,
    },
    "detailed_routing": {
        "detail_route.wl_per_cell_um": 13.7,
        "route.vias.total": 737,
        "wl_met2_um": 1070,
        "m1WireLength_um": 1250,
        "drt-initial-drc-count": 15,
        "post_drt_via_cell_ratio": 2.97,
        "drc": 0,
        "routed.top_layer": "met3",
        "antenna-diode-count": 0,
        "drt.antenna.violating_nets": 0,
        "drt_pass_1_iters": 2,
        "wl_um": 3390,
        "detailroute.wirelength.met3_um": 1070,
    },
    "die": {
        "ioPinCount": 98,
        "fp.dieArea_um2": 13000,
        "core_um2": 8680,
        "die_x_um": 114,
        "fp.dieH_um": 114,
        "std_cell_rows": 34,
        "initial_utilization": 0.0781,
    },
    "placed_design": {
        "dp.final_hpwl_um": 3380,
        "place_inst": 248,
        "port_buffers": 98,
        "place.gp.congestion": 0.771,
    },
    "pwr": {
        "total_switching_power_uw": 11.3,
        "p_int_uw": 31.6,
        "power_per_cell_area_nw_per_um2": 23.9,
        "cellLeakagePower_uw": 0.000670,
        "max-vdd-ir-drop_mv": 0.00856,
        "power.combinational.fraction": 1.000,
        "pwr-share-clk": 0,
        "seqPwrFrac": 0,
        "switching_share_of_power": 0.264,
    },
    "setup_path": {
        "critPathSlowestCell": "sky130_fd_sc_hd__clkdlybuf4s50_1",
        "max_stage_delay_ns": 0.47,
        "cp.arrival_ns": 18.48,
        "path_class": "in -> out",
        "setup.worst_path.end_class": "output pin",
        "path_max_fanout": 1,
        "worst_ep_required_time_ns": 20.00,
        "cpMostUsedCell": "sky130_fd_sc_hd__fa_1",
        "worst_setup_path_start_kind": "primary input",
    },
    "min_path": {
        "worst_hold_path_type": "in -> out",
        "hold_path_depth": 5,
        "min_from": "cin",
        "hold-path-endpoint": "sum[0]",
    },
    "timing": {
        "clock.fmax_ghz": 0.0426,
        "fin_setup_tns_ns": 0,
        "final-max-slew-violation-count": 0,
        "finalCritPeriodShare": 0.939,
        "max_slew_margin_vs_limit": 0.904,
        "worst_pin_slew_ns": 0.143,
        "count_of_final_hold_check_violations": 0,
        "timing.hold.ws_ns": 11.03,
        "grt_setup_unrepaired": "no",
        "final.min_clock_period_ns": 23.48,
        "timing.final.setup_violations": 0,
    },
    "cells_and_area": {
        "final_cells": 248,
        "filler_cells_inserted": 955,
        "final_standard_cell_utilization_of_the_core": 0.207,
        "clockBufferCount": 0,
        "register_area_um2": 0,
        "areaGrowthSynthToFinish_pct": 165,
        "nFlopsAndLatches": 0,
        "layout-drive-gt1-share": 0,
    },
    "clocking": {
        "cts_resized": 0,
        "post_cts_hold_buffer_count": 0,
        "postCtsSetupBuffers": 0,
    },
    "run": {
        "maxCapViolCount": 0,
        "total_number_of_warnings_across_the_stage_logs": 32,
    },
}
area by class of cell:
class / instances / area [um^2] / share of cell area
Timing Repair Buffer: 98 / 981 / 0.547
Multi-Input combinational cell: 32 / 641 / 0.357
Tap cell: 108 / 135 / 0.0753
Inverter: 10 / 37.5 / 0.0209
worst max-delay path: cells and delay by family:
kind | cells | cell delay, ns
buffers and inverters | 6 | 1.16
adders and majority gates | 32 | 12.31
logic make-up (layout without fill, tap and decap cells):
group                      Yosys count  count (layout)  share of synthesized area
buffers and inverters               10             108                     0.0554
adders and majority gates           32              32                      0.945
power groups by stage:
stage | sequential, uW | clock [uW] | combinational (uW)
final | 0 | 0 | 43.0
after global routing | 0 | 0 | 48.8
after CTS | 0 | 0 | 44.7
metrics by stage:
stage               worst slack (ns)  area [um^2]  power [uW]
floorplan                       2.89          678        4.66
global placement                1.50         1790        44.6
detailed placement              1.45         1790        44.6
CTS                             1.42         1790        44.7
global route                    1.08         1790        48.8
finish                          1.52         1790        43.0
routing by layer:
metal / GRT usage / up-vias
met2: 0.0645 / 97
li1: - / 312
met3: 0.0553 / 0
met1: 0.0591 / 328
met4: 0 / 0
met5: 0 / -
worst max-delay path by stage:
stage | slack [ns] | end | startpoint | depth (start not counted)
4_1_cts | 1.42 | sum[31] | A[0] | 38
5_1_grt | 1.08 | sum[31] | A[0] | 38
6_report | 1.52 | sum[31] | A[0] | 38
cells in the final DEF, fill, tap and decap left out, drive strengths merged:
cell type	synthesis	layout
clkdlybuf4s50	0	98
fa	32	32
inv	10	10
Power is estimated from default activity; no workload was simulated.
